File: /design/flow/config.mk
export PLATFORM = sky130hd
export DESIGN_NAME = top
export DESIGN_NICKNAME = top
export VERILOG_FILES = /design/flow/design.v
export SDC_FILE = /design/flow/constraint.sdc
export NUM_CORES = 4
export LEC_CHECK = 1
export CORE_UTILIZATION = 40
File: /design/flow/constraint.sdc
current_design top

set clk_period 5.3
set clk_io_pct 0.2

create_clock -name clk0 -period $clk_period [get_ports {clk}]

set non_clock_inputs [all_inputs -no_clocks]
set_input_delay [expr $clk_period * $clk_io_pct] -clock clk0 $non_clock_inputs
set_output_delay [expr $clk_period * $clk_io_pct] -clock clk0 [all_outputs]
File: /design/flow/design.v
`default_nettype none
module top #(
    parameter DELAY_FRAMES = 234  
)(
    input clk,           
    input uart_rx,
    output uart_tx,
    output reg [5:0] led,
    input btn1
);
    localparam HALF_DELAY_WAIT = (DELAY_FRAMES / 2);
    localparam RX_STATE_IDLE = 0;
    localparam RX_STATE_START_BIT = 1;
    localparam RX_STATE_READ_WAIT = 2;
    localparam RX_STATE_READ = 3;
    localparam RX_STATE_STOP_BIT = 5;
    localparam TX_STATE_IDLE = 0;
    localparam TX_STATE_START_BIT = 1;
    localparam TX_STATE_WRITE = 2;
    localparam TX_STATE_STOP_BIT = 3;
    localparam TX_STATE_DEBOUNCE = 4;
    reg [3:0] rxState = 0;
    reg [12:0] rxCounter = 0;
    reg [2:0] rxBitNumber = 0;
    reg [7:0] dataIn = 0;
    reg byteReady = 0;
    reg [3:0] txState = 0;
    reg [24:0] txCounter = 0;
    reg [7:0] dataOut = 0;
    reg txPinRegister = 1;
    reg [2:0] txBitNumber = 0;
    reg [3:0] txByteCounter = 0;
    assign uart_tx = txPinRegister;
    localparam MEMORY_LENGTH = 12;
    reg [7:0] testMemory [MEMORY_LENGTH-1:0];
    initial begin
        testMemory[0] = "<";
        testMemory[1] = "0";
        testMemory[2] = "1";
        testMemory[3] = "2";
        testMemory[4] = "3";
        testMemory[5] = "4";
        testMemory[6] = "5";
        testMemory[7] = "6";
        testMemory[8] = "7";
        testMemory[9] = "8";
        testMemory[10] = "9";
        testMemory[11] = ">";
    end
    always @(posedge clk) begin
        case (rxState)
            RX_STATE_IDLE: begin
                if (uart_rx == 0) begin
                    rxState <= RX_STATE_START_BIT;
                    rxCounter <= 1;
                    rxBitNumber <= 0;
                    byteReady <= 0;
                end
            end 
            RX_STATE_START_BIT: begin
                if (rxCounter == HALF_DELAY_WAIT) begin
                    rxState <= RX_STATE_READ_WAIT;
                    rxCounter <= 1;
                end else 
                    rxCounter <= rxCounter + 1;
            end
            RX_STATE_READ_WAIT: begin
                rxCounter <= rxCounter + 1;
                if ((rxCounter + 1) == DELAY_FRAMES) begin
                    rxState <= RX_STATE_READ;
                end
            end
            RX_STATE_READ: begin
                rxCounter <= 1;
                dataIn <= {uart_rx, dataIn[7:1]};
                rxBitNumber <= rxBitNumber + 1;
                if (rxBitNumber == 3'b111)
                    rxState <= RX_STATE_STOP_BIT;
                else
                    rxState <= RX_STATE_READ_WAIT;
            end
            RX_STATE_STOP_BIT: begin
                rxCounter <= rxCounter + 1;
                if ((rxCounter + 1) == DELAY_FRAMES) begin
                    rxState <= RX_STATE_IDLE;
                    rxCounter <= 0;
                    byteReady <= 1;
                end
            end
        endcase
        case (txState)
            TX_STATE_IDLE: begin
                if (btn1 == 0) begin
                    txState <= TX_STATE_START_BIT;
                    txCounter <= 0;
                    txByteCounter <= 0;
                end
                else begin
                    txPinRegister <= 1;
                end
            end
            TX_STATE_START_BIT: begin
                txPinRegister <= 0;
                if ((txCounter + 1) == DELAY_FRAMES) begin
                    txState <= TX_STATE_WRITE;
                    dataOut <= testMemory[txByteCounter];
                    txBitNumber <= 0;
                    txCounter <= 0;
                end 
                else begin
                    txCounter <= txCounter + 1;
                end
            end
            TX_STATE_WRITE: begin
                txPinRegister <= dataOut[txBitNumber];
                if ((txCounter + 1) == DELAY_FRAMES) begin
                    if (txBitNumber == 3'b111) begin
                        txState <= TX_STATE_STOP_BIT;
                    end else begin
                        txState <= TX_STATE_WRITE;
                    txBitNumber <= txBitNumber + 1;
                    end
                    txCounter <= 0;
                end else 
                    txCounter <= txCounter + 1;
            end
            TX_STATE_STOP_BIT: begin
                txPinRegister <= 1;
                if ((txCounter + 1) == DELAY_FRAMES) begin
                    if (txByteCounter == MEMORY_LENGTH - 1) begin
                        txState <= TX_STATE_DEBOUNCE;
                    end else begin
                        txByteCounter <= txByteCounter + 1;
                        txState <= TX_STATE_START_BIT;
                    end
                    txCounter <= 0;
                end else 
                    txCounter <= txCounter + 1;
            end
            TX_STATE_DEBOUNCE: begin
                if (txCounter == 23'b111111111111111111) begin
                    if (btn1 == 1) 
                        txState <= TX_STATE_IDLE;
                    end else
                txCounter <= txCounter + 1;
            end
        endcase
    end 
    always @(posedge clk) begin
        if (byteReady) begin
            led <= ~dataIn[5:0];
        end
    end
endmodule
File: /design/flow/run.sh
#!/bin/bash
# OpenROAD 26Q1-2900-gdf79404cd8, Yosys 0.63+post, stock flow scripts
make -C /OpenROAD-flow-scripts/flow DESIGN_CONFIG=/design/flow/config.mk WORK_HOME=/design/flow/orfs finish
==> results_slide.txt <==
Physical Implementation Snapshot

Timing
  • Number of hold violations in the final report: 0
  • RSZ-0062 raised after global routing: false
  • Final setup violation count: 0
  • Worst-case headroom to the max-slew limit: 0.443
  • Post-route clock skew: 7.58 ps
  • Worst-margin pin slew: 832 ps
  • Timing-limited maximum frequency: 306 MHz
  • Time the final worst path needs with I/O delays and setup: between 3000 and 4000 ps
  • Final worst path period share: 0.616
  • Setup TNS Final: 0 ps
  • Max-slew violation count: 0

Min path
  • Origin of the worst min-delay path: dataIn[6]$_DFFE_PP_
  • Endpoint of the worst hold path: dataIn[5]$_DFFE_PP_
  • Cells on Worst Hold Path: 0
  • Kind of path behind the tightest hold check: flop to flop

Run
  • # Max-Cap Violations: 0
  • Stage-log warning count: 30

Setup path
  • CP Buf/Inv Count: 0
  • Setup Crit Path Kind: flop to flop
  • Slowest stage cell, crit path: sky130_fd_sc_hd__or4_4
  • Category of cells accounting for the largest share of critical-path delay: simple AND/OR/NAND/NOR gates
  • Cells along the critical path: ha_1, nand3_1, nor4_1, nand3_1, xor2_1, nand4_1, or4_4, nor2_1
  • Sort of element at the start of the critical path: flop
  • Cells on worst reg2reg path: 8
  • Worst path arrival time: 3280 ps
  • Reg-to-reg setup timing slack: a little over 2000 ps
  • Cell type with the highest occurrence count on the critical path: sky130_fd_sc_hd__nand3_1
  • Critical path data required time: 5310 ps
  • Slowest Stage Delay on Critical Path: 550 ps
  • Destination of the worst register-to-register timing path: dataOut[2]$_DFFE_PP_
  • Critical path peak fanout: 11
  • Startpoint of the worst-slack reg-to-reg timing path: txCounter[0]$_DFFE_PP_
  • Type of destination of the critical path: flop

Power
  • Total power density per cell area: 239 nW/µm²
  • Pleak: 1.64 nW
  • Largest vdd supply drop: 0.186 mV

Clock network
  • Inserted Clock Buffers: 9
  • Post-cts gate resize count: 0
  • H-Tree Level Count: 3
  • Bufs on Longest Clock Path: 2
  • Clock Root Buffer: sky130_fd_sc_hd__clkbuf_8
  • Clock transition at the register clock pins on the worst setup and hold paths after CTS: 90 ps
  • Sink Count: 75
  • Hold-fix buffers at CTS: 0
  • TritonCTS clock tree: yes
  • Skew-Pair Late Insertion Delay: 350 ps
  • Number of post-CTS setup repair buffers: 0

Yosys
  • Post-synth EDFFs: 75
  • Post-synthesis chip area from yosys: roughly 4400 µm²
  • Number of distinct library cells after synthesis: 62
  • Cells after Synth: 419
  • Syn_area_per_cell: approximately 11 µm²
  • Number of warnings reported in the yosys synthesis log: 1
  • Top-area cell share: 0.509
  • Share of synthesized registers carrying an async set or reset: 0
  • Mapped cell area: 4420 µm²
  • Dominant cell type by area after synthesis: sky130_fd_sc_hd__edfxtp_1
  • Yosys cell count: 419
  • Primary FF master, synth: sky130_fd_sc_hd__edfxtp_1
  • Leading post-synthesis cells by cell area: sky130_fd_sc_hd__edfxtp_1, sky130_fd_sc_hd__nor2_1, sky130_fd_sc_hd__xnor2_1
  • Number of synthesized register bits: 75
  • Sequential element share of the synthesized area: 0.509

Drt
  • Antenna Cells: 0
  • Residual DRC: 0
  • Antenna viol nets, final: 0
  • Count of TritonRoute iterations in the first routing pass: 6
  • Count of vias placed by the detailed router: 3014
  • WL/cell: 12.8 µm
  • Total Routed Length: 7260 µm
  • Via count normalized by instance count: 5.32
  • DRC marker count from the first detailed-route iteration: 77

Floorplanning
  • I/O pin count: 10
  • Area of the placeable core: approximately 11000 µm²
  • Full die area: 11500 µm²
  • Width of the die: 107 µm
  • Placement Rows: 38
  • Effective utilization at floorplan: 0.410
  • Die Ht: between 100 and 150 µm

GRT
  • Maximum number of pins on one net before global-route repair: 26
  • Global-route congestion overflow total: 0
  • First-pass GRT wire length: 12200 µm
  • Overall global routing resource usage: 0.138
  • Number of antenna violations at the first check in global routing: 0
  • Via count of the first global-routing pass: between 2k and 3k

Run status
  • Run status: finished clean

Place
  • Count of input and output buffers: 9
  • HPWL after detailed placement: 5000 µm
  • Gpl congestion: 0.838

Layout
  • Fin util: 0.447
  • Area overhead of the layout relative to synthesis: 9.17%
  • Layout cell share with drive strength beyond 1: 0.0937
routing by layer:
metal | global-route usage | wire length (µm) | share of wire | up-vias
met5 | 0 | 0 | 0 | -
met2 | 0.206 | 3300 | 0.45 | 43
li1 | - | - | - | 1523
met3 | 0.0310 | 308 | 0.042 | 9
met4 | 0.0127 | 83 | 0.011 | 0
met1 | 0.227 | 3570 | 0.49 | 1439
worst register-to-register path: cells and delay by family, from the launching register on:
| kind | cells | cell delay, ps |
|---|---|---|
| and+or+nand+nor | 6 | 1840 |
| adders and majority gates | 1 | 320 |
| xor gates and xnor gates | 1 | 220 |
| DFF | 1 | 540 |
stage by stage:
step                power [mW]  hold WS [ps]  cell area [µm²]  setup slack [ps]  std cells
floorplan                0.700           400             4420              2300        419
global placement         0.709           404             4620              2100        551
detailed placement       0.709           405             4620              2020        551
CTS                       1.17           428             4830              1990        567
global route              1.20           432             4830              1750        567
finish                    1.15           426             4830              2040        567
where the power goes:
part | switching, mW | internal, mW | leakage [nW] | total (mW)
combinational | 0.0148 | 0.0147 | 0.809 | 0.0295
clock | 0.231 | 0.225 | 0.0988 | 0.456
sequential | 0.0122 | 0.654 | 0.736 | 0.666
total | 0.258 | 0.894 | 1.64 | 1.15
cell usage in the layout (no fill, tap or decap), types with 3 or more instances in the layout:
master / count
sky130_fd_sc_hd__a31oi_1: 4
sky130_fd_sc_hd__and3_1: 10
sky130_fd_sc_hd__nand4_1: 6
sky130_fd_sc_hd__edfxtp_1: 75
sky130_fd_sc_hd__nor3_1: 18
sky130_fd_sc_hd__xnor2_1: 25
sky130_fd_sc_hd__and2_1: 7
sky130_fd_sc_hd__or3_1: 6
sky130_fd_sc_hd__xor2_1: 15
sky130_fd_sc_hd__mux2i_1: 3
sky130_fd_sc_hd__buf_4: 3
sky130_fd_sc_hd__o21ai_0: 11
sky130_fd_sc_hd__clkbuf_8: 9
sky130_fd_sc_hd__nand3b_1: 3
sky130_fd_sc_hd__inv_1: 20
sky130_fd_sc_hd__inv_6: 3
sky130_fd_sc_hd__ha_1: 12
sky130_fd_sc_hd__clkdlybuf4s50_1: 9
sky130_fd_sc_hd__a21oi_1: 14
sky130_fd_sc_hd__nand3_1: 20
sky130_fd_sc_hd__nand2_1: 22
sky130_fd_sc_hd__nor2b_1: 3
sky130_fd_sc_hd__nand2b_1: 5
sky130_fd_sc_hd__nor3b_1: 3
sky130_fd_sc_hd__nor2_1: 62
sky130_fd_sc_hd__nor4_1: 7
synth_stat cells, types with 2 or more instances:
master                      instances
sky130_fd_sc_hd__clkbuf_1           8
sky130_fd_sc_hd__and2_1             7
sky130_fd_sc_hd__nand3_4            2
sky130_fd_sc_hd__nand2_1           22
sky130_fd_sc_hd__nand3b_1           3
sky130_fd_sc_hd__o21ai_0           11
sky130_fd_sc_hd__edfxtp_1          75
sky130_fd_sc_hd__nor4_4             2
sky130_fd_sc_hd__ha_1              12
sky130_fd_sc_hd__and3_1            10
sky130_fd_sc_hd__nand4b_1           2
sky130_fd_sc_hd__nor3_1            18
sky130_fd_sc_hd__buf_2              7
sky130_fd_sc_hd__a21oi_1           14
sky130_fd_sc_hd__o22ai_1            3
sky130_fd_sc_hd__mux2i_1            3
sky130_fd_sc_hd__nand3_1           20
sky130_fd_sc_hd__nand4_1            6
sky130_fd_sc_hd__nor4b_1            2
sky130_fd_sc_hd__nor3b_1            3
sky130_fd_sc_hd__a2bb2oi_1          2
sky130_fd_sc_hd__nor2b_1            3
sky130_fd_sc_hd__nor2_1            62
sky130_fd_sc_hd__inv_1             20
sky130_fd_sc_hd__buf_4              5
sky130_fd_sc_hd__or3_1              6
sky130_fd_sc_hd__or4_4              2
sky130_fd_sc_hd__nor4_1             7
sky130_fd_sc_hd__nand2b_1           5
sky130_fd_sc_hd__xor2_1            16
sky130_fd_sc_hd__xnor2_1           25
sky130_fd_sc_hd__a21bo_2            2
sky130_fd_sc_hd__a31oi_1            4
sky130_fd_sc_hd__and4_1             2
cells by family (layout without fill, tap and decap cells):
family,count (synthesis),after routing,share of synthesized area
mux,5,5,0.0144
fa+ha+maj,12,12,0.0339
xor+xnor,41,41,0.0812
other cells,1,1,0.000848
buf+inv,40,48,0.0402
simple gates,192,192,0.241
compound gates,53,53,0.0792
flops,75,75,0.509
registers in the layout, indices dropped and copies added (netlist names):
| register | flops |
|---|---|
| txCounter | 25 |
| rxState | 3 |
| rxBitNumber | 3 |
| dataIn | 8 |
| byteReady | 1 |
| rxCounter | 13 |
| led | 6 |
| txState | 3 |
| txPinRegister | 1 |
| txByteCounter | 4 |
| txBitNumber | 3 |
| dataOut | 5 |
area by class of cell:
type                    instances  area (µm²)
fillers                       993        5960
inverters                      20        75.1
multi-input cells             304        2010
repair buffers                 12         113
well taps                     140         175
flip-flops and latches         75        2250
clock inverters                 7        82.6
clock buffers                   9         124
how the worst max path moves through the flow:
stage | slack (ps) | depth (start not counted) | start | endpoint
final | 2040 | 8 | txCounter[0]$_DFFE_PP_ | dataOut[2]$_DFFE_PP_
after global routing | 1750 | 8 | txCounter[0]$_DFFE_PP_ | dataOut[2]$_DFFE_PP_
after CTS | 1990 | 8 | txCounter[0]$_DFFE_PP_ | dataOut[4]$_DFFE_PP_
Power and IR drop assume default switching activity.
